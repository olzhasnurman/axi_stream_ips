## /design/flow/config.mk

```make
export PLATFORM = sky130hd
export DESIGN_NAME = axis_fifo
export DESIGN_NICKNAME = axis_fifo
export VERILOG_FILES = /design/flow/design.v
export SDC_FILE = /design/flow/constraint.sdc
export NUM_CORES = 4
export LEC_CHECK = 1
export CORE_UTILIZATION = 30
```

## /design/flow/constraint.sdc

```tcl
current_design axis_fifo

set clk_period 6.1
set clk_io_pct 0.2

create_clock -name clk0 -period $clk_period [get_ports {clk_i}]

set non_clock_inputs [all_inputs -no_clocks]
set_input_delay [expr $clk_period * $clk_io_pct] -clock clk0 $non_clock_inputs
set_output_delay [expr $clk_period * $clk_io_pct] -clock clk0 [all_outputs]
```

## /design/flow/design.v

```verilog
module axis_fifo
#(
    parameter DATA_WIDTH  = 8,   
    parameter FIFO_DEPTH  = 32   
)
(
    input  logic                      clk_i,
    input  logic                      arstn_i,
    input  logic [DATA_WIDTH   - 1:0] s_axis_tdata_i,
    input  logic                      s_axis_tvalid_i,
    input  logic                      s_axis_tlast_i,
    output logic                      s_axis_tready_o,
    input  logic                      m_axis_tready_i,
    output logic [DATA_WIDTH   - 1:0] m_axis_tdata_o,
    output logic                      m_axis_tvalid_o,
    output logic                      m_axis_tlast_o
);
    localparam ADDR_WIDTH = $clog2(FIFO_DEPTH);  
    logic [DATA_WIDTH   - 1:0] fifo_tdata_mem [FIFO_DEPTH - 1:0];
    logic                      fifo_tlast_mem [FIFO_DEPTH - 1:0];
    logic [ADDR_WIDTH  - 1:0] fifo_write_ptr_s;
    logic [ADDR_WIDTH  - 1:0] fifo_read_ptr_s;
    logic                     fifo_full_s;
    logic                     fifo_empty_s;
    always_ff @(posedge clk_i or negedge arstn_i) begin
        if (!arstn_i) begin
            fifo_write_ptr_s <= '0;
        end else if (s_axis_tvalid_i & s_axis_tready_o) begin
            fifo_tdata_mem[fifo_write_ptr_s] <= s_axis_tdata_i;
            fifo_tlast_mem[fifo_write_ptr_s] <= s_axis_tlast_i;
            fifo_write_ptr_s <= fifo_write_ptr_s + {{(ADDR_WIDTH - 1){1'b0}}, 1'b1};
        end
    end
    always_ff @(posedge clk_i or negedge arstn_i) begin
        if (!arstn_i) begin
            fifo_read_ptr_s <= '0;
        end else if (m_axis_tready_i & m_axis_tvalid_o) begin
            fifo_read_ptr_s <= fifo_read_ptr_s + {{(ADDR_WIDTH - 1){1'b0}}, 1'b1};
        end
    end
    assign fifo_empty_s = (fifo_read_ptr_s == fifo_write_ptr_s);
    assign fifo_full_s  = (fifo_write_ptr_s + {{(ADDR_WIDTH - 1){1'b0}}, 1'b1} == fifo_read_ptr_s);
    assign s_axis_tready_o = !fifo_full_s;
    assign m_axis_tdata_o  = fifo_tdata_mem[fifo_read_ptr_s];
    assign m_axis_tvalid_o = !fifo_empty_s;
    assign m_axis_tlast_o  = fifo_tlast_mem[fifo_read_ptr_s];
    logic [ADDR_WIDTH:0] fifo_count_s;
    always_comb begin
        if (fifo_write_ptr_s >= fifo_read_ptr_s) begin
            fifo_count_s = fifo_write_ptr_s - fifo_read_ptr_s;
        end else begin
            fifo_count_s = FIFO_DEPTH - (fifo_read_ptr_s - fifo_write_ptr_s);
        end
    end
endmodule
```

## /design/flow/run.sh

```bash
#!/bin/bash
# OpenROAD 26Q1-2900-gdf79404cd8, Yosys 0.63+post, stock flow scripts
make -C /OpenROAD-flow-scripts/flow DESIGN_CONFIG=/design/flow/config.mk WORK_HOME=/design/flow/orfs finish
```

==> impl_metrics.csv <==
group,metric,value,unit
run_status,status,"finished clean",
place,gp_congestion,0.931,
floorplan,fp_util,30.4,%
final_layout,drive_gt1_share,13.6,%
floorplan,coreArea,39700,um^2
pwr,power_density,437,nW/um^2
clock_tree,cts_tree,"yes",
clock_tree,postCtsHoldBufs,0,
grt,grt_pass1_vias,7328,
logic_synthesis,ys_seq_elements,298,
final_layout,comb_area,2930,um^2
final_timing,clock.fmax,0.196,GHz
clock_tree,clk_pin_slew,0.06,ns
logic_synthesis,yosysTopAreaCell,"edfxtp_1",
setup_path,cp.arrival,3.88,ns
clock_tree,clock-root-buffer,"clkbuf_16",
setup_path,worst-path-max-fanout,18,
final_layout,fill_cells,3687,
final_layout,area.growth.synth_to_final,15.4,%
grt,track_usage,16.5,%
grt,grt_max_degree,46,
run,openroad.warnings,33,
logic_synthesis,synth_cell_type_count,64,
clock_tree,worstSkewPairLatency,0.56,ns
logic_synthesis,netlist_area,12100,um^2
logic_synthesis,ys_cells,735,
final_timing,skew,0.0160,ns
grt,grt_pass1_wl,46900,um
logic_synthesis,synthArstFlopShare,3.36,%
logic_synthesis,ys_seq_share,73.6,%
place,dp_slack,1.59,ns
setup_path,crit_type,"reg2out",
place,io_buffers,23,
clock_tree,cts_sinks,298,
clock_tree,ctsResizeCount,0,
clock_tree,clock_path_buffers,3,
logic_synthesis,edf_count,288,
logic_synthesis,yosysChipArea,12100,um^2
final_layout,lay_top_cells,"edfxtp_1 (288), a22oi_1 (48), buf_4 (44)",
final_timing,rsz0062_at_grt,"false",
grt,gr-total-overflow,0,
final_timing,fin_crit,5.10,ns
final_timing,slew_headroom,37.2,%
final_timing,report.final.slew_viol_count,0,
detailed_routing,antenna_cells,0,
final_timing,final_hold_viol_count,0,
detailed_routing,drc,0,
detailed_routing,vias_per_cell,5.17,
detailed_routing,wl_per_cell,23.2,um
detailed_routing,vias,6939,
logic_synthesis,ff_type,"edfxtp_1",
hold_path,min_path_type,"reg2reg",
logic_synthesis,synth.avg_cell_area,16.4,um^2
final_timing,setup_viol,0,
grt,antenna_found_initial,0,
setup_path,critPathCaptureType,"output port",
logic_synthesis,area_leaders,"edfxtp_1 (72%), mux2i_1 (3.1%), a22oi_1 (3.0%)",
final_layout,layout_top_cell,"edfxtp_1",
floorplan,dieWidth,203,um
floorplan,io_pins,24,
final_layout,register_area,8900,um^2
logic_synthesis,postSynthCellCount,735,
hold_path,hold_path_depth,1,
detailed_routing,first_pass_iters,5,
setup_path,r2r_cells,9,
detailed_routing,wl,31100,um
setup_path,cp.required,4.88,ns
floorplan,die_area,41100,um^2
clock_tree,cts_made_buffers,30,
place,post-dp-hpwl,21300,um
pwr,total_leakage_power,4.56,nW
run,cap_viol_max_count,0,
floorplan,die_h,203,um
floorplan,fp-row-count,73,
clock_tree,h-tree-depth,1,
logic_synthesis,top_area_share,71.5,%
final_timing,worst_slew_pin_slew,0.938,ns
final_timing,setup-tns-final,0,ns
pwr,max-vdd-ir-drop,0.230,mV
clock_tree,cts_setup_buffers,0,
logic_synthesis,synth_warnings,3,
final_timing,period_used_share,83.6,%
final_timing,worst_slack,1.00,ns
detailed_routing,postRouteAntennaNets,0,
detailed_routing,dr.first_iter.drc_count,558,
setup_path,worstSetupStartpointType,"flip-flop",
cells in the mapped netlist (all sizes together), types with 5 or more instances:
cell	number
edfxtp	288
a22oi	50
nor2	42
mux2i	37
nand2	30
buf	27
nand3	20
a22o	15
o22ai	15
clkbuf	14
ha	12
mux2	11
nand4	11
dfrtp	10
o2111ai	10
o21ai	10
a2111o	9
nor2b	9
xnor2	9
o22a	8
a221oi	7
a32o	7
and3	7
inv	7
and2	6
nand2b	6
o2bb2ai	6
xor2	6
nor3	5
stage by stage:
step           util (%)  total power, W  cell area (um^2)  hold slack, ns  instances
3_3_place_gp       32.9         0.00448             13100           0.588       1286
6_report           35.1         0.00610             14000           0.614       1341
5_1_grt            35.1         0.00637             14000           0.643       1341
3_5_place_dp       32.9         0.00449             13100           0.599       1286
4_1_cts            35.1         0.00612             14000           0.607       1341
2_1_floorplan         -         0.00367             12100           0.551        735
routing by layer:
| layer | share of wire (%) | global-route usage (%) | up-vias |
|---|---|---|---|
| met4 | 2.2 | 3.33 | 0 |
| met5 | 0 | 0 | - |
| met2 | 46 | 24.9 | 362 |
| met3 | 13 | 8.86 | 50 |
| met1 | 39 | 21.8 | 3438 |
| li1 | - | - | 3089 |
kinds of logic (layout without fill, tap and decap cells):
family,Yosys count,count (layout),synth area share (%)
flip-flops,298,298,73.6
adder cells (fa/ha/maj),12,12,1.24
XOR/XNOR,15,15,1.09
buffers and inverters,48,129,2.13
AND-OR/OR-AND,155,155,10.3
AND/OR/NAND/NOR,155,155,6.78
multiplexers,52,52,4.83
final timing paths:
kind	startpoint	end	slack [ns]
max	fifo_read_ptr_s[1]	m_axis_tdata_o[6]	1.00
min	fifo_write_ptr_s[3]	fifo_write_ptr_s[3]	0.61
max reg2reg	fifo_write_ptr_s[0]	fifo_tdata_mem[17][4]	2.28
min reg2reg	fifo_write_ptr_s[3]	fifo_write_ptr_s[3]	0.61
max in group asynchronous	arstn_i	fifo_read_ptr_s[4]	4.63
min in group asynchronous	arstn_i	fifo_write_ptr_s[0]	1.04
critical path, stage by stage, from the launching register on:
cell and delay [ns]:
dfrtp_1 0.47, ha_1 0.44, and3_1 0.31, ha_1 0.31, a22oi_1 0.30, nand4_1 0.18, or4_1 0.51, a2111o_1 0.36
clkdlybuf4s50_1 0.44
where the power goes:
part / switching, W / internal, W / leakage (nW) / total, W
registers: 0.000154 / 0.00234 / 2.70 / 0.00249
clock network: 0.000719 / 0.000916 / 0.432 / 0.00163
logic: 0.00115 / 0.000817 / 1.42 / 0.00197
total: 0.00203 / 0.00407 / 4.56 / 0.00610
state kept, by name, indices dropped and copies added (netlist names):
| name | count |
|---|---|
| fifo_read_ptr_s | 5 |
| fifo_write_ptr_s | 5 |
| fifo_tlast_mem | 32 |
| fifo_tdata_mem | 256 |
final cells by class:
cell class	instances	share of cell area (%)
inverters	7	0.188
flip-flops and latches	298	63.8
well taps	525	4.71
clock inverters	13	0.502
multi-input cells	389	21.0
repair buffers	67	4.02
clock buffers	42	5.77
Power and IR drop assume default switching activity.
